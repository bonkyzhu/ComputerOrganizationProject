## ./run.sh

```bash
#!/bin/bash
# OpenROAD 26Q1-2900-gdf79404cd8, Yosys 0.63+post, stock flow scripts
make -C /OpenROAD-flow-scripts/flow DESIGN_CONFIG=/design/flow/config.mk WORK_HOME=/design/flow/orfs finish
```

## ./config.mk

```make
export PLATFORM = sky130hd
export DESIGN_NAME = alu
export DESIGN_NICKNAME = alu
export VERILOG_FILES = /design/flow/design.v
export SDC_FILE = /design/flow/constraint.sdc
export NUM_CORES = 4
export LEC_CHECK = 1
export CORE_UTILIZATION = 50
```

## ./constraint.sdc

```tcl
current_design alu

set clk_period 15.0
set clk_io_pct 0.2

create_clock -name clk0 -period $clk_period [get_ports {clk}]

set non_clock_inputs [all_inputs -no_clocks]
set_input_delay [expr $clk_period * $clk_io_pct] -clock clk0 $non_clock_inputs
set_output_delay [expr $clk_period * $clk_io_pct] -clock clk0 [all_outputs]
```

## ./design.v

```verilog
module add_1(
  input wire a, 
  input wire b, 
  input wire c, 
  output wire s, 
  output wire c_out 
  );
  assign s = a^b^c;
	assign c_out = (a&b)|(a&c)|(b&c);
endmodule
module add_2(
  input wire[1:0] a,
  input wire[1:0] b,
  input wire c_in,
  output wire[1:0] s,
  output wire c_out
);
  add_1 a0(a[0], b[0], c_in, s[0], c_tmp);
  add_1 a1(a[1], b[1], c_tmp, s[1], c_out);
endmodule
module add_4(
  input wire[3:0] a,
  input wire[3:0] b,
  input wire c_in,
  output wire[3:0] s,
  output wire c_out
);
  add_2 a0(a[1:0], b[1:0], c_in, s[1:0], c_tmp);
  add_2 a1(a[3:2], b[3:2], c_tmp, s[3:2], c_out);
endmodule
module add_8(
  input wire[7:0] a,
  input wire[7:0] b,
  input wire c_in,
  output wire[7:0] s,
  output wire c_out
);
  add_4 a0(a[3:0], b[3:0], c_in, s[3:0], c_tmp);
  add_4 a1(a[7:4], b[7:4], c_tmp, s[7:4], c_out);
endmodule
module add_16(
  input wire[15:0] a,
  input wire[15:0] b,
  input wire c_in,
  output wire[15:0] s,
  output wire c_out
);
  add_8 a0(a[7:0], b[7:0], c_in, s[7:0], c_tmp);
  add_8 a1(a[15:8], b[15:8], c_tmp, s[15:8], c_out);
endmodule
module add(
  input wire clk,
  input wire[31:0] a,
  input wire[31:0] b,
  input wire c_in,
  output wire[31:0] s,
  output wire c_out
);
  add_16 a0(a[15:0], b[15:0], 1'b0, s[15:0], c_tmp);
  add_16 a1(a[31:16], b[31:16], c_tmp, s[31:16], c_out);
endmodule
module sub(
  input wire clk,
  input wire[31:0] a,
  input wire[31:0] w,
  input wire cin,
  output reg[31:0] d,
  output reg cout
);
  always @(*) begin
    d <= a - w;
    cout <= 0;
  end
endmodule
module isor(
  input wire clk,
  input wire[31:0] a,
  input wire[31:0] w,
  input wire cin,
  output reg[31:0] d,
  output reg cout
);
  always @(*) begin
    d <= a | w;
    cout <= 0;
  end
endmodule
module isand(
  input wire clk,
  input wire[31:0] a,
  input wire[31:0] w,
  input wire cin,
  output reg[31:0] d,
  output reg cout
);
  always @(*) begin
    d <= a & w;
    cout <= 0;
  end
endmodule
module adc_1(
  input wire a, 
  input wire b, 
  input wire c, 
  output wire s, 
  output wire c_out  
  );
  assign s = a^b^c;
	assign c_out = (a&b)|(a&c)|(b&c);
endmodule
module adc_2(
  input wire[1:0] a,
  input wire[1:0] b,
  input wire c_in,
  output wire[1:0] s,
  output wire c_out
);
  adc_1 a0(a[0], b[0], c_in, s[0], c_tmp);
  adc_1 a1(a[1], b[1], c_tmp, s[1], c_out);
endmodule
module adc_4(
  input wire[3:0] a,
  input wire[3:0] b,
  input wire c_in,
  output wire[3:0] s,
  output wire c_out
);
  adc_2 a0(a[1:0], b[1:0], c_in, s[1:0], c_tmp);
  adc_2 a1(a[3:2], b[3:2], c_tmp, s[3:2], c_out);
endmodule
module adc_8(
  input wire[7:0] a,
  input wire[7:0] b,
  input wire c_in,
  output wire[7:0] s,
  output wire c_out
);
  adc_4 a0(a[3:0], b[3:0], c_in, s[3:0], c_tmp);
  adc_4 a1(a[7:4], b[7:4], c_tmp, s[7:4], c_out);
endmodule
module adc_16(
  input wire[15:0] a,
  input wire[15:0] b,
  input wire c_in,
  output wire[15:0] s,
  output wire c_out
);
  adc_8 a0(a[7:0], b[7:0], c_in, s[7:0], c_tmp);
  adc_8 a1(a[15:8], b[15:8], c_tmp, s[15:8], c_out);
endmodule
module adc(
  input wire clk,
  input wire[31:0] a,
  input wire[31:0] b,
  input wire c_in,
  output wire[31:0] s,
  output wire c_out
);
  adc_16 a0(a[15:0], b[15:0], c_in, s[15:0], c_tmp);
  adc_16 a1(a[31:16], b[31:16], c_tmp, s[31:16], c_out);
endmodule
module sbb(
  input wire clk,
  input wire[31:0] a,
  input wire[31:0] w,
  input wire cin,
  output reg[31:0] d,
  output reg cout
);
  always @(*) begin
    d <= a - w - cin;
    cout <= 0;
  end
endmodule
module isnot(
  input wire clk,
  input wire[31:0] a,
  input wire[31:0] w,
  input wire cin,
  output reg[31:0] d,
  output reg cout
);
  always @(*) begin
    d <= ~a;
    cout <= 0;
  end
endmodule
module print(
  input wire clk,
  input wire[31:0] a,
  input wire[31:0] w,
  input wire cin,
  output reg[31:0] d,
  output reg cout
);
  always @(*) begin
    d <= a;
    cout <= 0;
  end
endmodule
module out(
  input wire clk,
  input wire output_cout0,
  input wire output_cout1,
  input wire output_cout2,
  input wire output_cout3,
  input wire output_cout4,
  input wire output_cout5,
  input wire output_cout6,
  input wire output_cout7,
  input wire[31:0] output_d0,
  input wire[31:0] output_d1,
  input wire[31:0] output_d2,
  input wire[31:0] output_d3,
  input wire[31:0] output_d4,
  input wire[31:0] output_d5,
  input wire[31:0] output_d6,
  input wire[31:0] output_d7,
  input wire[2:0] s,
  output reg[31:0] d,
  output reg cout
);
  always @(posedge clk) begin
    case (s)
      3'b000: begin
        d <= output_d0;
        cout <= output_cout0;
      end
      3'b001: begin
        d <= output_d1;
        cout <= output_cout1;
      end
      3'b010: begin
        d <= output_d2;
        cout <= output_cout2;
      end
      3'b011: begin
        d <= output_d3;
        cout <= output_cout3;
      end
      3'b100: begin
        d <= output_d4;
        cout <= output_cout4;
      end
      3'b101: begin
        d <= output_d5;
        cout <= output_cout5;
      end
      3'b110: begin
        d <= output_d6;
        cout <= output_cout6;
      end
      3'b111: begin
        d <= output_d7;
        cout <= output_cout7;
      end
      default: begin
      end
    endcase
  end
endmodule
module alu(
  input wire clk,
  input wire[31:0] a,
  input wire[31:0] w,
  input wire cin,
  input wire[2:0] s,
  output wire[31:0] d,
  output wire cout
);
  wire[31:0] output_d0, output_d1, output_d2, output_d3, output_d4, output_d5, output_d6, output_d7; 
  wire output_cout0, output_cout1, output_cout2, output_cout3, output_cout4, output_cout5, output_cout6, output_cout7;
  add add0(clk, a, w, cin, output_d0, output_cout0);
  sub sub0(clk, a, w, cin, output_d1, output_cout1);
  isor or1(clk, a, w, cin, output_d2, output_cout2);
  isand and1(clk, a, w, cin, output_d3, output_cout3);
  adc adc1(clk, a, w, cin, output_d4, output_cout4);
  sbb sbb1(clk, a, w, cin, output_d5, output_cout5);
  isnot not1(clk, a, w, cin, output_d6, output_cout6);
  print print1(clk, a, w, cin, output_d7, output_cout7);
  out out1(clk, 
          output_cout0, output_cout1, output_cout2, output_cout3, 
          output_cout4, output_cout5, output_cout6, output_cout7,
          output_d0, output_d1, output_d2, output_d3, 
          output_d4, output_d5, output_d6, output_d7, 
          s, d, cout);
endmodule  
```

==> out/results.ini <==
[clock_tree]
htreeDepth=2
cts_setup_buffers=0
ctsHoldBuffers=0
clock_path_buffers=2
cts_buffers=5
cts_sinks=33
post_cts_resized=0
cts_root_buf=clkbuf_16
clk_pin_slew_worst_paths_ns=0.06
cts_tree=built

[place]
place_ws_ns=7.41
gp_congestion=0.948
portBuffers=101
place_hpwl_um=17200
dp_cells=1285

[setup_path]
cpMostUsedCell=or4_1
required_ns=15.17
path_depth=13
path_max_fanout=10
arrival_ns=7.47
crit_buf_inv=2
slowest_delay_ns=0.67
critPathKind=input port to flop
start_kind=input port
worst_setup_path_end_kind=flop
cp_slowest_cell=or4_1
path_delay_family=simple AND/OR/NAND/NOR gates
path_cells=clkdlybuf4s50_1, inv_1, ha_1, or2_1, a221oi_1, o21ai_0, a2111oi_2, and4b_1, nand4bb_1, or4_1, or4_1, a221oi_2, a2111oi_1

[sta]
layout_min_cycle_time_ns=7.30
fin_crit_sh=0.487
hold_violations=0
fmax_mhz=137
fin_setup_tns_ns=0
rsz0062_at_grt=no
maxSlewHeadroom=0.447
worst_slew_pin_slew_ns=0.819
drv_slew=0
setup_violations=0
setup_ws_ns=7.70

[route]
drc=0
viasPerCell=5.91
totalWireLength_um=22800
routedWlPerCell_um=17.6
drt_pass1_iterations=5
via_count=7644
ant_nets=0
drt_first_iter_violations=529
antenna_cells=0

[synthesis]
yosys_cells=1028
async_reset_ff_frac=0
synth-edff-count=0
postSynthAreaPerCell_um2=7.22
synth.cell_area_um2=7430
synth_chip_area_um2=7430
ys_warn_count=17
ys_types=91
synthCells=1028
ys.flops=33
flop_cell=dfxtp_1
ys_seq_share=0.0890

[grt]
antenna_found_initial=0
grt_pass1_wl_um=35800
grt.total_usage=0.310
grt_pass1_vias=6777
gr-total-overflow=0
grt_max_degree=57

[final_layout]
final_cells=1293
drive_above_1_share=0.0568
nFillCells=1403
area_delta_synth_final_pct=17.7
final_util=0.601

[power_and_ir_drop]
power_density_nw_per_um2=64.6
ir_drop_uv=45.2
power.leakage_nw=3.73
power_mw=0.565

[floorplan]
std_cell_rows=44
die_x_um=124
core_um2=14500
die-height_um=124
dieArea_um2=15300
ios=102
fp_util=0.511

[run]
warnings=90
maxCapViolCount=0

[worst_hold_path]
hp-class=input port to flop
min_from=s[2]
whs_path_depth=3
holdPathEnd=out1.d[28]

[status]
status=finished clean

==> flip-flops by register name (all words and copies together) (netlist names) <==
register   count
out1.d        32
out1.cout      1
==> logic make-up after synthesis <==
| kind of cell | share of synthesized area |
|---|---|
| and+or+nand+nor | 0.222 |
| AOI/OAI and AO/OA | 0.267 |
| buffers and inverters | 0.0723 |
| adders and majority gates | 0.169 |
| xor gates and xnor gates | 0.0790 |
| muxes | 0.102 |
| DFF | 0.0890 |
==> per-stage QoR <==
stage / cell area (um2) / hold WS [ns]
final: 8740 / 3.29
after global routing: 8740 / 3.34
after CTS: 8740 / 3.27
after detailed placement: 8580 / 3.59
after global placement: 8580 / 3.59
after floorplan: 7430 / 3.17
==> cells in the final DEF, fill, tap and decap left out, types with 12 or more instances in the layout <==
| master | count |
|---|---|
| o21ai_0 | 52 |
| o211ai_1 | 12 |
| a21oi_1 | 86 |
| inv_1 | 98 |
| xnor2_1 | 51 |
| xor2_1 | 16 |
| nor3_1 | 47 |
| mux2i_1 | 42 |
| nand3_1 | 12 |
| o22ai_1 | 18 |
| nor2_1 | 99 |
| clkdlybuf4s50_1 | 99 |
| ha_1 | 97 |
| o21a_1 | 12 |
| nand2_1 | 77 |
| buf_4 | 12 |
| nand2b_1 | 15 |
| dfxtp_1 | 33 |
==> layer usage <==
metal | wire (um) | global-route usage | vias up
met2 | 9780 | 0.471 | 248
met3 | 1650 | 0.0449 | 38
li1 | - | - | 3870
met4 | 648 | 0.0791 | 0
met1 | 10700 | 0.461 | 3488
met5 | 0 | 0 | -
==> synth_stat cells (12+ instances only) <==
library cell / n / area (um2)
mux2i_1: 42 / 420
ha_1: 97 / 1210
nand2_1: 77 / 289
nand2b_1: 15 / 93.8
a21oi_1: 86 / 430
o211ai_1: 12 / 90.1
nor3_1: 47 / 235
nand3_1: 12 / 60.1
o21ai_0: 52 / 260
xnor2_1: 51 / 447
nor2_1: 99 / 372
xor2_1: 16 / 140
clkbuf_1: 30 / 113
o21a_1: 12 / 90.1
dfxtp_1: 33 / 661
o22ai_1: 18 / 113
inv_1: 98 / 368
==> tightest hold or removal path, delay by kind of cell <==
kind | cells | cell delay (ns)
AND-OR/OR-AND | 1 | 0.09
AND/OR/NAND/NOR | 1 | 0.16
buffers and inverters | 1 | 0.27
==> power breakdown <==
group          total [mW]  switching, mW  internal, mW
Combinational       0.336          0.181         0.156
Sequential          0.109        0.00496         0.104
Clock               0.119         0.0487        0.0706
==> final cells by class <==
| type | count | area, um2 | share of cell area |
|---|---|---|---|
| multi-input cells | 855 | 6230 | 0.712 |
| repair buffers | 112 | 1090 | 0.124 |
| flip-flops and latches | 33 | 661 | 0.0756 |
| inverters | 101 | 379 | 0.0434 |
| well taps | 184 | 230 | 0.0263 |
| clock buffers | 7 | 153 | 0.0175 |
| clock inverters | 1 | 5.00 | 0.000572 |
==> worst max-delay path by stage <==
stage	from	end	slack [ns]
6_report	a[1]	out1.d[28]	7.70
5_1_grt	a[1]	out1.d[25]	7.30
4_1_cts	a[1]	out1.d[28]	7.72
Power is estimated from default activity; no workload was simulated.
